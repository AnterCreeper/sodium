==> ./design.v <==
`timescale 1ns/1ps
module dffs_sp
#(
    parameter SIZE = 0,      
    parameter WLEN = 0       
)(
    input               CLK,
    input               CEN,
    input               WEN,
    input[SIZE-1:0]     A,
    input[WLEN-1:0]     D,
    output[WLEN-1:0]    Q,
    output[WLEN*(2**SIZE)-1:0] DFF
);
reg[WLEN-1:0] MEM[(2**SIZE)-1:0];
genvar pk_idx; 
generate 
for(pk_idx = 0; pk_idx < (2**SIZE); pk_idx = pk_idx + 1) 
begin 
    assign DFF[pk_idx*(WLEN)+:(WLEN)] = MEM[pk_idx][((WLEN)-1):0]; 
end 
endgenerate
reg[SIZE-1:0] P;
assign Q =    MEM[P];
always @(posedge CLK)
begin
    if (!CEN)
    begin
        P <= A;
        MEM[A] <= !WEN ? D : MEM[A];
    end
end
endmodule
module dffs_dp_mask
#(
    parameter SIZE = 0,      
    parameter WLEN = 0,      
    parameter STEP = 0       
)(
    input CLK,
    input                       CENA,
    input[(2**STEP)-1:0]        WENA,
    input[SIZE-1:0]             AA,
    input[WLEN-1:0]             DA,
    output[WLEN-1:0]            QA,
    input[(2**SIZE)-1:0]        WENB,
    input[WLEN*(2**SIZE)-1:0]   DB,
    input[(2**SIZE)-1:0]        MASK,
    output[WLEN*(2**SIZE)-1:0]  DFF
);
localparam WIDTH = ((2**($clog2(WLEN)-STEP))<(WLEN)?(2**($clog2(WLEN)-STEP)):(WLEN));
reg[WLEN-1:0] MEM[(2**SIZE)-1:0];
wire[WLEN-1:0] _DB[(2**SIZE)-1:0];
genvar pk_idx; 
generate 
for(pk_idx = 0; pk_idx < (2**SIZE); pk_idx = pk_idx + 1) 
begin 
    assign DFF[pk_idx*(WLEN)+:(WLEN)] = MEM[pk_idx][((WLEN)-1):0]; 
end 
endgenerate
genvar unpk_idx; 
generate 
for(unpk_idx = 0; unpk_idx < (2**SIZE); unpk_idx = unpk_idx + 1) 
begin 
    assign _DB[unpk_idx][(WLEN)-1:0] = DB[unpk_idx*(WLEN)+:(WLEN)]; 
end 
endgenerate
reg[SIZE-1:0] P;
assign QA =   MEM[P];
integer i, j;
always @(posedge CLK)
begin
    if (!CENA) P <= AA;
    for(i = 0; i < 2**SIZE; i = i + 1)
    begin
        if (!WENB[i] && MASK) MEM[i] <= _DB[i];
        else
        for(j = 0; j < 2**STEP; j = j + 1)
        MEM[i][j*WIDTH+:WIDTH] <= (AA == i) && !CENA && !WENA[j] ? DA[j*WIDTH+:WIDTH] : MEM[i][j*WIDTH+:WIDTH];
    end
end
endmodule
module dffs_dp_async
#(
    parameter SIZE = 0,      
    parameter WLEN = 0,      
    parameter STEP = 0       
)(
    input CLK,
    input                   CENA,
    input[(2**STEP)-1:0]    WENA,
    input[SIZE-1:0]         AA,
    input[WLEN-1:0]         DA,
    input[SIZE-1:0]         AB,
    output[WLEN-1:0]        QB
);
localparam WIDTH = ((2**($clog2(WLEN)-STEP))<(WLEN)?(2**($clog2(WLEN)-STEP)):(WLEN));
reg[WLEN-1:0] MEM[(2**SIZE)-1:0];
assign QB =   MEM[AB];
integer i, j;
always @(posedge CLK)
begin
    for(i = 0; i < 2**SIZE; i = i + 1)
    begin
        for(j = 0; j < 2**STEP; j = j + 1)
        MEM[i][j*WIDTH+:WIDTH] <= (AA == i) && !CENA && !WENA[j] ? DA[j*WIDTH+:WIDTH] : MEM[i][j*WIDTH+:WIDTH];
    end
end
endmodule
module dffs_sp_reset
#(
    parameter WLEN = 0       
)(
    input CLK,
    input RST,
    input                   CENA,
    input[WLEN-1:0]         WENA,
    input[WLEN-1:0]         DA,
    input                   CENB,
    input[WLEN-1:0]         WENB,
    output reg[WLEN-1:0]    Q
);
wire[WLEN-1:0] RSTB = {WLEN{CENB}} | WENB;
integer i;
always @(posedge CLK or negedge RST)
begin
    for(i = 0; i < WLEN; i = i + 1)
    begin
        if(!RST) Q[i] <= 0;
        else     Q[i] <= RSTB[i] && (!WENA[i] && !CENA ? DA[i] : Q[i]);
    end
end
endmodule
`timescale 1ns/1ps
module sysreg_core(
    input   clk,
    input   rst,
    input   init,
    input       swi,
    input       exi,
    input       mie_set,
    input[7:0]  perf,
    input[31:0] pc_epc,
    output[31:0] mvec,
    output[31:0] mepc,
    output[31:0] mask,
    output       mie,
    output       m32,
    output[15:0] cr0,
    output[15:0] cr1,
    output[15:0] cr2,
    input 			 mgmt_req,
	input[31:0] 	 mgmt_adr,
	output reg		 mgmt_ack,
	input          	 mgmt_rwn,
	input[1:0]     	 mgmt_wen,
	input[31:0] 	 mgmt_txd,
	output reg		 mgmt_rxe,
	output[31:0]     mgmt_rxd
);
reg mgmt_fin;
reg busy, issue;
always @(posedge clk or posedge rst)
begin
    if(rst)
    begin
        busy    <= 0;
        issue   <= 0;
    end else
    begin
        busy    <= !mgmt_fin && mgmt_req;
        issue   <= !busy     && mgmt_req;
    end
end
reg         rwn;
reg[1:0]    wen;
reg[15:0]   cfg_cmd;
reg[31:0]   cfg_din;
wire[31:0]  cfg_dout;
always @(posedge clk)
begin
    rwn     <= mgmt_rwn;
    wen     <= mgmt_wen;
    cfg_cmd <= mgmt_adr;
    cfg_din <= mgmt_txd;
end
wire valid = issue && ((cfg_cmd & 16'hffe0) == 16'h0000);
always @(posedge clk or posedge rst)
begin
    if(rst)
    begin
        mgmt_fin <= 0;
        mgmt_ack <= 0;
    end else
    begin
        mgmt_fin <= issue;
        mgmt_ack <= valid;
    end
end
always @(posedge clk or posedge rst)
begin
    if(rst) mgmt_rxe <= 0;
    else    mgmt_rxe <= valid && rwn;
end
assign mgmt_rxd = mgmt_rxe ? cfg_dout : 0;
wire[31:0] update;
wire[31:0] old_data[31:0];
wire[31:0] new_data[31:0];
assign update[16'h0013] = 1;
assign new_data[16'h0013] = init ? 0 : old_data[16'h0013] + perf[0];
assign update[16'h0000] = 0;
assign update[16'h0003] = 0;
assign update[16'h0001] = swi || (mie ? exi : 0);
assign update[16'h0002] = init || mie_set;
assign new_data[16'h0001] = pc_epc;
assign new_data[16'h0002] = init ? 0 : old_data[16'h0002] | 2'b10;
assign update[16'h0010] = 0;
assign update[16'h0011] = 0;
assign update[16'h0012] = init;
assign new_data[16'h0012] = 0;
assign mvec = old_data[16'h0000];
assign mask = old_data[16'h0003];
assign mepc = old_data[16'h0001];
assign mie  = old_data[16'h0002][0];
assign m32  = old_data[16'h0002][1];
assign cr0  = old_data[16'h0010];
assign cr1  = old_data[16'h0011];
assign cr2  = old_data[16'h0012];
wire[1023:0] _new_data;
wire[1023:0] _old_data;
genvar pk_idx; 
generate 
for(pk_idx = 0; pk_idx < (32); pk_idx = pk_idx + 1) 
begin 
    assign _new_data[pk_idx*(32)+:(32)] = new_data[pk_idx][((32)-1):0]; 
end 
endgenerate
genvar unpk_idx; 
generate 
for(unpk_idx = 0; unpk_idx < (32); unpk_idx = unpk_idx + 1) 
begin 
    assign old_data[unpk_idx][(32)-1:0] = _old_data[unpk_idx*(32)+:(32)]; 
end 
endgenerate
dffs_dp_mask #(5, 32, 1)  
sysreg_mem(
    .CLK(clk),
    .CENA(~valid),
    .WENA(~wen),
    .AA(cfg_cmd[4:0]),
    .DA(cfg_din),
    .QA(cfg_dout),
    .WENB(~update),
    .DB(_new_data),
    .MASK(32'h0007000f),
    .DFF(_old_data)
);
endmodule
==> ./run.sh <==
#!/bin/bash
# OpenROAD 26Q1-2900-gdf79404cd8, Yosys 0.63+post, stock flow scripts
make -C /OpenROAD-flow-scripts/flow DESIGN_CONFIG=/design/flow/config.mk WORK_HOME=/design/flow/orfs finish
==> ./config.mk <==
export PLATFORM = sky130hd
export DESIGN_NAME = sysreg_core
export DESIGN_NICKNAME = sysreg_core
export VERILOG_FILES = /design/flow/design.v
export SDC_FILE = /design/flow/constraint.sdc
export NUM_CORES = 4
export LEC_CHECK = 1
export CORE_UTILIZATION = 50
==> ./constraint.sdc <==
current_design sysreg_core

set clk_period 7.7
set clk_io_pct 0.2

create_clock -name clk0 -period $clk_period [get_ports {clk}]

set non_clock_inputs [all_inputs -no_clocks]
set_input_delay [expr $clk_period * $clk_io_pct] -clock clk0 $non_clock_inputs
set_output_delay [expr $clk_period * $clk_io_pct] -clock clk0 [all_outputs]
==> qor.rpt <==
=====================================================================================================
Portion of the clock cycle consumed by the worst path in the final layout                       0.703
Pins Over Slew Limit                                                                                0
Layout-stage area growth over the synthesis result                                              23.1%
Number of cell instances after yosys synthesis                                                   1217
Total Routed Length                                                                          41600 um
Buffer type at the clock tree root                                                          clkbuf_16
M2 GR Usage                                                                                     0.422
Post-route worst setup slack                                                                  2.29 ns
Top cells by area                                                                        edfxtp_1, dfxtp_1, buf_4
Post-CTS setup repair buffer count                                                                  0
DRT antenna net count                                                                               0
RSZ-0062 raised after global routing                                                               no
Post-DR vias/cell                                                                                5.77
Floorplan die area                                                                          30000 um2
Logic cell area                                                                              4290 um2
Startpoint-to-endpoint class of the critical path                                          reg -> out
Total routing usage reported by global routing                                                  0.299
Routed wire length per instance                                                               23.6 um
Die H                                                                                          173 um
Top-level I/O count                                                                               294
Yosys aoi share                                                                                 0.114
Highest Clock Rate                                                                          0.185 GHz
Maxcap violations                                                                                   0
Worst-Margin Slew                                                                            0.982 ns
Yosys simple share                                                                              0.111
GRT overflow                                                                                        0
Tightest Hold Check Type                                                                   reg -> reg
CTS Buf Count                                                                                      39
Top comb family, area                                                                    AND-OR/OR-AND gates
Cell Pwr Density                                                                           222 nW/um2
Yosys stat chip area                                                                        14600 um2
Number of port buffers                                                                            270
Via count of the routed design                                                                  10200
Filler cell count in the final layout                                                            2263
Yosys top cell area share                                                                       0.404
Core outline area                                                                           28800 um2
Maximum clock skew at final layout                                                          0.0211 ns
Post-synthesis share of cell area spent on full adders, half adders and majority gates        0.00171
Area used by sequential logic in the layout                                                  8980 um2
Fraction of synthesized area in multiplexers                                                   0.0565
Warning count from the yosys run                                                                  923
Synthesized instance count                                                                       1217
Remaining routing DRC violations                                                                    0
Number of cell rows                                                                                62
Period minus WS final                                                                         5.41 ns
Worst slew margin relative to its limit                                                         0.340
Global Route met1 Usage                                                                         0.485
Run status                                                                               finished, final reports clean
# H-tree levels                                                                                     2
Skew-Pair Late Insertion Delay                                                                0.53 ns
Area of the mapped netlist                                                                  14600 um2
Synth Seq Share                                                                                 0.613
Total tool warning count                                                                           48
Total leakage power                                                                        0.00614 uW
Flip-flop and latch count after synthesis                                                         349
Share of async-settable or async-resettable flops after synthesis                              0.0143
Fp_density                                                                                      0.509
Die width                                                                                      173 um
CP Data Arrival Time                                                                          3.87 ns
Endpoint class of the critical path                                                        output pin
Xor/xnor share of the synthesized area                                                        0.00718
Ant. Diodes                                                                                         0
CTS tree                                                                                          yes
Met3 Resource Use GR                                                                            0.119
Maximum count of clock buffers along a single path                                                  3
Top cell type by total area after synthesis                                                  edfxtp_1
Length of the first detailed-routing pass in iterations                                             5
Number of enable flip-flop cells                                                                  197
Register clock-pin slew on the reported worst setup and hold paths                            0.06 ns
Setup Slack @ Placement                                                                       2.81 ns
Setup Viol. Count Final                                                                             0
First-pass GRT wire length                                                                   61700 um
Sinks on the clock net                                                                            349
Dominant Register Cell                                                                       edfxtp_1
Number of antenna violations at the first check in global routing                                   1
Final setup TNS                                                                                  0 ns
Pin count of the biggest net entering global routing                                               58
Kind of launch point of the worst setup path                                                flip-flop
Maximum net fanout on the critical path                                                            43
Via count of the first global-routing pass                                                       9839
Initial detailed-routing violation count                                                          769
Most utilized layer in the global route result                                                   met1
Resized Gates After CTS                                                                             0
Routability congestion estimate                                                                 0.890
Worst vdd rail ir drop                                                                       0.165 mV
CP Data Required Time                                                                         6.16 ns
Fraction of final layout cells with drive strength greater than 1                               0.129
Count of final hold-check violations                                                                0
Count of hold-fix buffers inserted at cts                                                           0
Count of different cell masters after synthesis                                                    55
Post-DP HPWL                                                                                 26900 um
Syn_area_per_cell                                                                            12.0 um2
=====================================================================================================
-- synthesized netlist by cell type, drive strengths merged, types with 9 or more instances --
| cell type | n |
|---|---|
| a2111oi | 10 |
| a21oi | 65 |
| a222oi | 20 |
| a22oi | 15 |
| a31oi | 18 |
| a41oi | 13 |
| and2 | 42 |
| and3 | 18 |
| buf | 161 |
| clkbuf | 57 |
| dfxtp | 147 |
| edfxtp | 197 |
| inv | 10 |
| mux2 | 59 |
| mux2i | 14 |
| nand2 | 37 |
| nand3 | 49 |
| nand3b | 11 |
| nand4 | 12 |
| nor2 | 52 |
| nor2b | 19 |
| nor3 | 9 |
| o21ai | 71 |
| xor2 | 10 |
-- layer usage --
metal | share of wire | wire length [um]
met3 | 0.11 | 4660
met4 | 0.017 | 714
met2 | 0.45 | 18700
met1 | 0.42 | 17600
met5 | 0 | 0
-- critical path: stages (launching register included) --
cell,delay (ns)
edfxtp_1,0.64
buf_4,0.36
buf_4,0.32
nor3_1,0.85
buf_4,0.29
a222oi_1,0.10
a31oi_1,0.24
clkdlybuf4s50_1,0.50
-- flip-flops by register name, indices dropped and copies added (netlist names) --
name / flops
issue: 1
wen: 2
cfg_cmd: 16
sysreg_mem.MEM: 288
mgmt_ack: 1
mgmt_fin: 1
rwn: 1
busy: 1
sysreg_mem.P: 5
mgmt_rxe: 1
cfg_din: 32
-- final timing paths --
path                                           start                              end  slack (ns)  depth (start not counted)
max                        sysreg_mem.P[1]$_DFFE_PN_                      mgmt_rxd[6]        2.29                          7
min                                  issue$_DFF_PP0_               mgmt_fin$_DFF_PP0_        0.39                          0
min reg2reg                          issue$_DFF_PP0_               mgmt_fin$_DFF_PP0_        0.39                          0
max in group asynchronous                        rst                   busy$_DFF_PP0_        6.31                          2
max reg2reg                          issue$_DFF_PP0_  sysreg_mem.MEM[1][19]$_DFFE_PP_        4.56                          5
min in group asynchronous                        rst               mgmt_ack$_DFF_PP0_        1.20                          2
-- cell type report --
type,count,share of cell area
flip-flops and latches,349,0.498
multi-input cells,640,0.238
repair buffers,307,0.165
clock buffers,60,0.0658
well taps,384,0.0266
clock inverters,12,0.00451
inverters,10,0.00208
-- where the power goes --
| part | internal (uW) | leakage, uW | total [uW] | switching, uW |
|---|---|---|---|---|
| sequential | 2020 | 0.00313 | 2060 | 34.8 |
| clock | 1070 | 0.000631 | 1800 | 733 |
| combinational | 90.5 | 0.00238 | 143 | 52.1 |
| total | 3180 | 0.00614 | 4000 | 820 |
-- through the flow --
step	cell area (um2)	hold slack (ns)	utilization	instances	power [uW]
after detailed placement	16800	0.375	0.583	1690	2240
final	18000	0.394	0.627	1762	4000
after floorplan	14600	0.346	-	1217	2150
after global placement	16800	0.374	0.583	1690	2240
after global routing	18000	0.403	0.627	1762	4120
after CTS	18000	0.392	0.627	1762	4020
-- layout by cell type, fill, tap and decap left out, drive strengths merged, types with 6 or more instances in the layout --
master and count:
clkdlybuf4s50 269, edfxtp 197, dfxtp 147, o21ai 71
a21oi 65, clkbuf 60, mux2 59, nor2 52
nand3 49, and2 42, buf 38, nand2 37
a222oi 20, nor2b 19, and3 18, a31oi 18
a22oi 15, mux2i 14, a41oi 13, inv 13
nand4 12, nand3b 11, a2111oi 10, xor2 10
nor3 9, clkinv 9, nand2b 8, or3b 7
nor3b 7, a21o 7, o31ai 7, or4 7
o221ai 6, o22ai 6, a32oi 6
-- logic make-up (layout without fill, tap and decap cells) --
logic type / count (synthesis) / after routing
AND-OR/OR-AND: 258 / 258
XOR/XNOR: 12 / 12
AND/OR/NAND/NOR: 294 / 294
flip-flops: 349 / 349
adder cells (fa/ha/maj): 2 / 2
buffers and inverters: 228 / 389
multiplexers: 74 / 74
Power figures rest on the tool's default switching activity, not on a simulated workload.
