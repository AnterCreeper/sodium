`config.mk`:
```
export PLATFORM = sky130hd
export DESIGN_NAME = calc_mul
export DESIGN_NICKNAME = calc_mul
export VERILOG_FILES = /design/flow/design.v
export SDC_FILE = /design/flow/constraint.sdc
export NUM_CORES = 4
export LEC_CHECK = 1
export CORE_UTILIZATION = 50
```
`constraint.sdc`:
```
current_design calc_mul

set clk_period 25.2
set clk_io_pct 0.2

create_clock -name clk0 -period $clk_period

set non_clock_inputs [all_inputs -no_clocks]
set_input_delay [expr $clk_period * $clk_io_pct] -clock clk0 $non_clock_inputs
set_output_delay [expr $clk_period * $clk_io_pct] -clock clk0 [all_outputs]
```
`design.v`:
```
`timescale 1ns/1ps
module calc_booth(
    input[2:0] a,
    input[15:0] b,
    output x,
    output[31:0] y  
);
wire s;
assign s = a[2];  
wire[1:0] ai;
assign ai = s ? ~a[1:0] : a[1:0];
wire[2:0] z;
assign z[0] = ~(ai[0]|ai[1]);    
assign z[1] = ai[0]^ai[1];       
assign z[2] = ai[0]&ai[1];       
reg[31:0] res;
always @(*)
begin
    case(z)
    3'b001:
        res = 32'b0;
    3'b010:
        res = {{16{b[15]}},b};       
    3'b100:
        res = {{15{b[15]}},b,1'b0};  
    default: res = 32'bx;
    endcase
end
assign x = s;
assign y = s ? ~res : res;
endmodule
module calc_addtree(
    input[31:0] a,
    input[31:0] b,
    input[31:0] c,
    output[31:0] x,
    output[31:0] y
);
genvar i;
generate
for(i = 0; i < 32; i = i + 1)
assign {x[i],y[i]} = a[i]+b[i]+c[i];
endgenerate
endmodule
module calc_mul(
    input[15:0]  a,
    input[15:0]  b,
    input[2:0]   m,
    input        EN,
    output[31:0] y
);
wire[16:0] ai;
assign ai = {a,1'b0};
wire[31:0] p[7:0];
wire[31:0] cin;
genvar i;
generate
for(i = 0; i < 8; i = i + 1)
begin
calc_booth enc(
    .a(ai[i*2+2:i*2]),
    .b(b),
    .x(cin[i*2]),
    .y(p[i])
);
assign cin[i*2+1] = 0;
end
endgenerate
assign cin[31:16] = (a[15] && m[1] ? b : 0) + (b[15] && m[0] ? a : 0);
wire[31:0] c[5:0];
wire[31:0] s[5:0];
wire[31:0] u, v;
calc_addtree csa_0(.a(p[0]),    .b(p[1]<<2), .c(p[2]<<4), .x(c[0]),.y(s[0]));
calc_addtree csa_1(.a(p[3]<<6), .b(p[4]<<8), .c(p[5]<<10),.x(c[1]),.y(s[1]));
calc_addtree csa_2(.a(p[6]<<12),.b(p[7]<<14),.c(cin),     .x(c[2]),.y(s[2]));
calc_addtree csa_3(.a(s[0]),    .b(s[1]),    .c(c[2]<<1), .x(c[3]),.y(s[3]));
calc_addtree csa_4(.a(c[0]<<1), .b(c[1]<<1), .c(s[2]),    .x(c[4]),.y(s[4]));
calc_addtree csa_5(.a(s[3]),    .b(s[4]),    .c(c[4]<<1), .x(c[5]),.y(s[5]));
calc_addtree csa_6(.a(s[5]),    .b(c[3]<<1), .c(c[5]<<1), .x(u),   .y(v));
wire[31:0] yi = EN ? (u << 1) + v : 0;
assign y = m[2] ? {16'h0, yi[31:16]} : yi;
endmodule
module calc_clz(
    input[15:0]  a,
    output[15:0] y
);
wire[3:0] ai;
wire[7:0] z;
genvar i;
generate
for (i = 0; i < 4; i = i + 1)
begin
    assign ai[i    ] = ~|a[i*4+3:i*4];
    assign  z[i*2+1] = ~(a[i*4+3]|a[i*4+2]);
    assign  z[i*2  ] = ~((~a[i*4+2]&a[i*4+1])|a[i*4+3]);
end
endgenerate
assign y =  ai[3] ? (
            ai[2] ? (
            ai[1] ? (
            ai[0] ? 16'h0010
                 : {14'h0003, z[1:0]})
                 : {14'h0002, z[3:2]})
                 : {14'h0001, z[5:4]})
                 : {14'h0000, z[7:6]};
endmodule
module calc_revbit(
    input[15:0]  a,
    output[15:0] y
);
genvar i;
generate
for (i = 0; i < 16; i = i + 1)
begin
    assign y[i] = a[15-i];
end
endgenerate
endmodule
module calc_bitfield(
    input[15:0]  a,
    input[15:0]  b,
    input        c,  
    output[15:0] y
);
wire[3:0] shift = b[3:0];
wire[3:0] range = b[11:8];  
wire[15:0] s = 'b1 << ((c ? shift : 0) + range);
wire[15:0] mask = (-s) ^ s;
wire[15:0] sext = {16{|(s & a) & b[12]}};
wire[15:0] ai = (a & ~mask) | (mask & sext);
assign y = c ? $signed(ai) >> shift : $signed(ai) << shift;
endmodule
module calc_minmax(
    input[15:0]  a,
    input[15:0]  b,
    input[1:0]   c,
    output reg[15:0] y
);
always @(*)
begin
    case(c)
    2'b00:  y <= $signed(a) < $signed(b) ? a : b;
    2'b10:  y <= $signed(a) < $signed(b) ? b : a;
    2'b01: y <= a < b ? a : b;
    2'b11: y <= a < b ? b : a;
    endcase
end
endmodule
module calc_pack(
    input[15:0]  a,
    input[15:0]  b,
    input[3:0]   c,
    output[15:0] y
);
wire[15:0] mask;  
genvar i;
generate
for (i = 0; i < 16; i = i + 1)
begin
    assign mask[i] = c > i;
end
endgenerate
assign y = (a << c) | (b & mask);
endmodule
module calc_arith(
    input[15:0] A,
    input[15:0] B,
    input[3:0] S,
    input      CTL,
    input[2:0] MODE,
    input EN,
    output reg[31:0] C
);
reg[15:0] Ai;
wire[3:0] Si = CTL && !MODE[0] ? B[3:0] : S;
always @(*)
begin
    case(MODE[2:1])
    2'b00: Ai <= A << Si;
    2'b01: Ai <= A >> Si;
    2'b10: Ai <= $signed($signed(A) >>> Si);
    2'b11: Ai <= {A, A} >> Si;
    default:  Ai <= A;
    endcase
end
wire[15:0] Bi = CTL && !MODE[0] ? 0 : B;
always @(*)
begin
    if(!EN)    begin C[31:16] <= 0;      C[15:0] <= 0; end
    else
    case(CTL ? 0 : MODE)
    3'b000:  begin C[31:16] <= 16'hx;  C[15:0] <= Ai + Bi; end
    3'b011:  begin C[31:16] <= 16'hx;  C[15:0] <= Ai - Bi; end
    3'b100:  begin C[31:16] <= 16'hx;  C[15:0] <= $signed(Ai) < $signed(Bi) ? 1 : 0; end
    3'b110: begin C[31:16] <= 16'hx;  C[15:0] <= Ai < Bi ? 1 : 0; end
    3'b101: begin C[31:16] <= 16'hx;  C[15:0] <= Bi; end
    3'b111: begin C[31:16] <= 16'hx;  C[15:0] <= Bi; end
    default:   begin C[31:0]  <= 32'hx; end
    endcase
end
endmodule
module calc_logic(
    input[15:0] A,
    input[15:0] B,
    input[2:0] MODE,
    input EN,
    output reg[31:0] C
);
always @(*)
begin
    C[31:16] <= 16'h0;
    if(!EN)    begin C[15:0] <= 0; end
    else
    case(MODE)
    3'b000:   begin C[15:0] <= A | B;  end
    3'b100:  begin C[15:0] <= A & B;  end
    3'b010:  begin C[15:0] <= A ^ B;  end
    3'b001:  begin C[15:0] <= A | ~B; end
    3'b101: begin C[15:0] <= A & ~B; end
    3'b011: begin C[15:0] <= A ^ ~B; end
    default:   begin C[15:0] <= 16'hx;  end
    endcase
end
endmodule
module calc_bitman(
    input[15:0] A,
    input[15:0] B,
    input[6:0] S,
    input[2:0] MODE,
    input EN,
    output reg[31:0] C
);
wire[15:0] Y1, Y2, Y3, Y4, Y5;
calc_revbit sfu1(
    .a(A),
    .y(Y1)
);
calc_clz sfu2(
    .a(A),
    .y(Y2)
);
calc_bitfield sfu3(
    .a(A),
    .b(B),
    .c(MODE[1]),
    .y(Y3)
);
calc_minmax sfu4(
    .a(A),
    .b(B),
    .c(S[1:0]),
    .y(Y4)
);
calc_pack sfu5(
    .a(A),
    .b(B),
    .c(S[3:0]),
    .y(Y5)
);
always @(*)
begin
    C[31:16] <= 16'h0;
    if(!EN)    begin C[15:0] <= 0;  end
    else
    case(MODE)
    3'b001:  begin C[15:0] <= Y1; end
    3'b101:  begin C[15:0] <= Y2; end
    3'b000:  begin C[15:0] <= Y3; end
    3'b010:  begin C[15:0] <= Y3; end
    3'b011:  begin C[15:0] <= Y4; end
    3'b111: begin C[15:0] <= Y5; end
    3'b110:  begin C[15:0] <= {A[15:8] == B[15:8] ? 8'h0 : 8'hff, A[7:0] == B[7:0] ? 8'h0 : 8'hff}; end
    default:   begin C[15:0] <= 16'hx; end
    endcase
end
endmodule
```
`run.sh`:
```
#!/bin/bash
# OpenROAD 26Q1-2900-gdf79404cd8, Yosys 0.63+post, stock flow scripts
make -C /OpenROAD-flow-scripts/flow DESIGN_CONFIG=/design/flow/config.mk WORK_HOME=/design/flow/orfs finish
```
==> metrics.yaml <==
floorplan:
  chip_area_sq_mm: 0.0199
  core_sq_mm: 0.0188
  die_y_um: 141
  fp_util_pct: 51.4
  row_count: 50
  die_width_um: 141
  num_io_pins: 68
setup_path:
  required_ns: 20.16
  slowest_delay_ns: 0.90
  cp-end-kind: "output port"
  crit_top_cell: "xnor2_1"
  crit_path_start: "b[0]"
  crit_arrival_ns: 12.95
  path_class: "in -> out"
  slowest_stage: "clkdlybuf4s50_1"
  critPathMaxFanout: 19
  cp-start-kind: "input pin"
yosys:
  ys_sh_mux_pct: 0
  top_cells_by_count: "152 x inv_1, 139 x nor2_1, 135 x fa_1"
  synth_stat.cells: 1203
  yosys_warnings: 2
  area_leaders: "fa_1 28%, ha_1 12%, xnor2_1 11%"
  synthCells: 1203
  synth_cell_types: 64
  ys_area_sq_mm: 0.00968
  syn_area_sq_mm: 0.00968
  postSynthSeqShare_pct: 0
  top_area_cell: "fa_1"
  ys_sh_adder_pct: 39.6
  syn_avg_cell_area_sq_um: 8.04
  top_logic_kind: "adder cells"
  top_cell_area_share_pct: 27.9
  synth-simple-area-share_pct: 13.6
  aoi_share_pct: 19.7
  yosysMostFrequentCell: "inv_1"
  xor_area_share_pct: 16.9
routing:
  top_layer_used: "met4"
  dr_wl_met3_um: 2140
  vias: 8219
  wl_per_cell_um: 19.3
  drtIter0Drc: 576
  wl_met2_um: 13100
  drcViolationCount: 0
  drtPass1Iterations: 6
  routed_wl_um: 28000
  ant_nets: 0
  met1_length_um: 12300
  antennaDiodeCount: 0
  avgViaCountPerCell: 5.66
layout:
  final_util_pct: 55.6
  flops: 0
  final_layout_size_suffix_gt1_share_pct: 3.60
  clock_buffer_count: 0
  seqCellArea_sq_um: 0
  areaGrowthSynthToFinish_pct: 8.16
  fin_area_sq_mm: 0.0105
  logic_area_sq_mm: 0.00868
  fillCellCount: 1795
clocking:
  hold_buffers: 0
  cts_resized: 0
  cts_setup_buffers: 0
job:
  warnings: 40
  max-cap-violations: 0
sta:
  min_period_over_period_pct: 71.4
  hold_slack_ns: 11.36
  grt_setup_unrepaired: "false"
  min_period_ns: 17.99
  setup_viol: 0
  finalMaxSlewViolations: 0
  hold_violations: 0
  tightest_slew_ns: 0.793
  fmax_mhz: 55.6
  slew_headroom_pct: 47.0
  fin_setup_tns_ns: 0
min_path:
  min_path_type: "in -> out"
  hp-start: "EN"
grt:
  grt_pass1_wl_um: 43600
  grt_pass1_vias: 7880
  grtUsageTotal_pct: 29.9
  antenna_found_initial: 0
  grt_max_degree: 36
  overflow: 0
placement:
  place_congestion: 0.897
  io_buffers: 68
  dpl_cell_area_sq_mm: 0.0105
  place_hpwl_um: 21800
status:
  run_status: "finished, final reports clean"
[kinds of logic (layout without fill, tap and decap cells)]
kind of cell / Yosys count / count (layout)
compound gates: 260 / 260
fa+ha+maj: 225 / 225
simple gates: 276 / 276
buf+inv: 259 / 249
xor+xnor: 183 / 183
[critical path, delay by kind of cell]
kind	cells	cell delay, ns
AND/OR/NAND/NOR	4	0.97
buffers and inverters	5	1.60
adder cells (fa/ha/maj)	6	2.36
XOR/XNOR	8	1.70
AND-OR/OR-AND	7	1.26
[metal layers]
| metal | GRT usage [%] | vias up |
|---|---|---|
| met2 | 47.4 | 287 |
| met3 | 6.82 | 28 |
| li1 | - | 3984 |
| met4 | 4.69 | 0 |
| met1 | 43.8 | 3920 |
| met5 | 0 | - |
[metrics by stage]
stage / cells / worst slack [ns]
4_1_cts: 1453 / 7.13
5_1_grt: 1453 / 6.62
6_report: 1453 / 7.21
3_3_place_gp: 1453 / 7.30
3_5_place_dp: 1453 / 7.14
2_1_floorplan: 1203 / 8.75
[path summary, 6_finish.rpt]
kind | endpoint | slack, ns | cells past startpoint
max | y[15] | 7.21 | 30
min | y[9] | 11.36 | 3
[layout by cell type (no fill, tap or decap), drive strengths merged, types with 3 or more instances in the layout]
cell,n
a31o,3
a221oi,16
a21o,13
o21a,13
a211o,6
a211oi,14
nor4,4
or3,3
o211ai,7
nand3,15
nor2,139
clkdlybuf4s50,68
a22oi,106
inv,152
o2111ai,3
and3,34
xor2,65
o41ai,3
nor3b,6
clkinv,3
o21bai,4
fa,135
o21ai,23
xnor2,117
nand2b,6
nand2,30
ha,90
and2,6
nor2b,8
or2,3
nor3,11
buf,26
nand3b,3
a21oi,33
[layout make-up]
cell class                 count  share of cell area (%)
multi-input combinational    944                    83.0
timing repair buffer          94                    8.37
inverter                     155                    5.56
tap                          260                    3.11
